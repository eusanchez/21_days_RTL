==> flow/design.v <==
module day4 (
  input     logic [7:0]   a_i,
  input     logic [7:0]   b_i,
  input     logic [2:0]   op_i,
  output    logic [7:0]   alu_o
);
  always_comb begin
    case(op_i)
      3'b000: alu_o = a_i + b_i;
      3'b001: alu_o = a_i - b_i;
      3'b010: alu_o = b_i << 2;
      3'b011: alu_o = b_i >> 2;
      3'b100: alu_o = a_i & b_i;
      3'b101: alu_o = a_i | b_i;
      3'b110: alu_o = a_i ^ b_i;
      3'b111: alu_o = (a_i == b_i) ? 1 : 0;
    endcase
  end
endmodule
==> flow/run.sh <==
#!/bin/bash
# OpenROAD 26Q1-2900-gdf79404cd8, Yosys 0.63+post, stock flow scripts
make -C /OpenROAD-flow-scripts/flow DESIGN_CONFIG=/design/flow/config.mk WORK_HOME=/design/flow/orfs finish
==> flow/config.mk <==
export PLATFORM = sky130hd
export DESIGN_NAME = day4
export DESIGN_NICKNAME = day4
export VERILOG_FILES = /design/flow/design.v
export SDC_FILE = /design/flow/constraint.sdc
export NUM_CORES = 4
export LEC_CHECK = 1
export CORE_AREA = 10 10 84 84
export DIE_AREA = 0 0 94 94
==> flow/constraint.sdc <==
current_design day4

set clk_period 6.7
set clk_io_pct 0.2

create_clock -name clk0 -period $clk_period

set non_clock_inputs [all_inputs -no_clocks]
set_input_delay [expr $clk_period * $clk_io_pct] -clock clk0 $non_clock_inputs
set_output_delay [expr $clk_period * $clk_io_pct] -clock clk0 [all_outputs]
==> impl_metrics.ini <==
; physical design summary
[run_status]
status = finished, final reports clean

[worst_hold_path]
worstHoldPathCells = 6
hp-start = b_i[6]
hold_path_end = alu_o[4]
hold_class = in -> out

[detailed_routing]
vias = 1307
wl_um = 3750
n_antenna_cell = 0
drtPass1Iterations = 4
first_iter_violations = 92
final_antenna_net_count = 0
wl_per_cell_um = 13.8
drc_errors = 0
vias_per_cell = 4.81

[finish]
layout_top_cells = inv_1 (27), clkdlybuf4s50_1 (27), ha_1 (23), a21oi_1 (19), nor2_1 (10)
syn2layout_area_growth_pct = 21.8
flop-count = 0
nClkBuffers = 0
seq_area_um2 = 0
drive_above_1_share_pct = 6.44
fillers = 584

[floorplan]
rows = 26
die_h_um = 94
core_um2 = 5200
die_width_um = 94
num_io_pins = 27
initCoreUtil_pct = 25.5
dieArea_um2 = 8840

[timing]
rsz0062_at_grt = no
drv_slew = 0
report.final.setup_viol = 0
period_needed_ns = 5.33
fmax_mhz = 188
worstMarginPinSlew_ns = 0.573
tns_ns = 0
slew_headroom_pct = 61.6
hold_slack_ns = 3.82
period_used_pct = 79.5
hold_violations = 0

[synth]
postSynthSeqShare_pct = 0
yosys_area_um2 = 1330
synthCells = 185
yosysCellCount = 185
synth.distinct_cells = 51
yosysWarnings = 1
synth_area_um2 = 1330
syn_area_per_cell_um2 = 7.17

[clock_network]
cts_resized = 0
ctsHoldBuffers = 0
cts_setup_buffers = 0

[grt]
grt_pass1_vias = 1225
grtUsageTotal_pct = 8.44
grt.overflow.total = 0
antenna_found_initial = 0
grt_max_degree = 20
grt_pass1_wl_um = 6290

[flow_run]
drv_cap = 0
warnings = 47

[pwr]
p_sw_mw = 0.0613
powerDensity_nw_per_um2 = 75.3
p_int_mw = 0.0603
ir_worst_vdd_uv = 25.0
p_clk_share_pct = 0
p_leak_nw = 0.725
seqPwrFrac_pct = 0
swShare_pct = 50.4
p_comb_share_pct = 100.0

[setup_path]
worstPathArrival_ns = 3.99
cp_max_fo = 5
start_kind = input pin
end_kind = primary output
required_ns = 5.36
crit_type = in -> out

[place]
globalplace.congestion = 0.945
numPortBuffers = 27
hpwl_um = 3100
## worst max-delay path: stages
cell,delay (ns)
clkdlybuf4s50_1,0.55
inv_1,0.10
ha_1,0.38
a211oi_1,0.31
o21ai_1,0.17
o21ai_1,0.19
a21o_1,0.14
o21ai_0,0.09
a211oi_2,0.22
clkdlybuf4s50_1,0.49
## cells in the mapped netlist (2+ instances only)
cell type / n / share of area [%]
a211o_1: 3 / 2.0
a211oi_2: 2 / 1.9
a21o_1: 4 / 2.3
a21oi_1: 19 / 7.2
a221oi_1: 2 / 1.3
a22oi_1: 3 / 1.7
a31oi_1: 2 / 0.94
buf_2: 7 / 2.6
buf_4: 3 / 1.7
buf_6: 3 / 2.5
fa_1: 2 / 3.0
ha_1: 23 / 22
inv_1: 27 / 7.6
mux2i_1: 7 / 5.3
nand2_1: 8 / 2.3
nand2b_1: 2 / 0.94
nand3b_1: 2 / 1.1
nor2_1: 10 / 2.8
nor2b_1: 2 / 0.94
nor3_1: 3 / 1.1
nor3b_1: 2 / 1.1
o211ai_1: 2 / 1.1
o21a_1: 2 / 1.1
o21ai_0: 8 / 3.0
o21ai_1: 5 / 1.9
o21bai_1: 2 / 1.1
o221ai_1: 2 / 1.3
o22ai_1: 3 / 1.4
xnor2_1: 3 / 2.0
## stage by stage
| stage | power (mW) | area (um2) | utilization (%) | instances | setup WS [ns] |
|---|---|---|---|---|---|
| finish | 0.122 | 1620 | 31.0 | 272 | 1.37 |
| global route | 0.136 | 1620 | 31.0 | 272 | 1.19 |
| CTS | 0.123 | 1620 | 31.0 | 272 | 1.35 |
| detailed placement | 0.122 | 1620 | 31.0 | 272 | 1.35 |
| global placement | 0.123 | 1620 | 31.0 | 272 | 1.35 |
| floorplan | 0.0785 | 1330 | - | 185 | 2.69 |
## power groups by stage
| stage | clock, mW | combinational [mW] | sequential [mW] |
|---|---|---|---|
| final | 0 | 0.122 | 0 |
| after global routing | 0 | 0.136 | 0 |
| after CTS | 0 | 0.123 | 0 |
## metal layers
layer | vias to the layer above | GRT usage, % | part of all wire, %
li1 | 687 | - | -
met1 | 565 | 13.4 | 51
met2 | 55 | 12.7 | 43
met3 | 0 | 0.646 | 5.2
met4 | 0 | 0 | 0
met5 | - | 0 | 0
## area by class of cell
type / instances / area, um2 / area share (%)
Inverter: 28 / 105 / 6.51
Multi-Input combinational cell: 144 / 1130 / 69.9
Tap cell: 70 / 87.6 / 5.42
Timing Repair Buffer: 30 / 293 / 18.1
## cells by family after synthesis
group,count (synthesis),synth area share (%)
adders and majority gates,25,24.7
AOI/OAI and AO/OA,67,34.5
and+or+nand+nor,40,16.3
buffers and inverters,41,14.8
muxes,8,6.98
xor gates and xnor gates,4,2.64
## how the worst max path moves through the flow
stage / startpoint / end / cells past startpoint / slack [ns]
4_1_cts: a_i[1] / alu_o[7] / 10 / 1.35
5_1_grt: a_i[1] / alu_o[7] / 10 / 1.19
6_report: a_i[1] / alu_o[7] / 10 / 1.37
Power is estimated from default activity; no workload was simulated.
